<file path="flow/config.mk">
export PLATFORM = sky130hd
export DESIGN_NAME = RGB
export DESIGN_NICKNAME = RGB
export VERILOG_FILES = /design/flow/design.v
export SDC_FILE = /design/flow/constraint.sdc
export NUM_CORES = 4
export LEC_CHECK = 1
export CORE_UTILIZATION = 30
</file>
<file path="flow/constraint.sdc">
current_design RGB

set clk_period 3.0
set clk_io_pct 0.2

create_clock -name clk0 -period $clk_period [get_ports {clk}]

set non_clock_inputs [all_inputs -no_clocks]
set_input_delay [expr $clk_period * $clk_io_pct] -clock clk0 $non_clock_inputs
set_output_delay [expr $clk_period * $clk_io_pct] -clock clk0 [all_outputs]
</file>
<file path="flow/design.v">
`timescale 1ns / 1ps
module RGB(
    input clk,
    input nrst,
    input btn,
    input en, 
    input [3:0] cmode_colorch,  
    input cmode_btn0,  
    output reg r_out, g_out, b_out
    );
    reg enabled_state;
    reg [7:0] red;
    reg [7:0] green;
    reg [7:0] blue;
    reg [3:0] state;
    reg [27:0] blink_ctr;
    reg [7:0] counter;
    reg menu;
    parameter S_maroon = 4'd0;
    parameter S_red = 4'd1;
    parameter S_orange = 4'd2;
    parameter S_yellow = 4'd3;
    parameter S_green = 4'd4;
    parameter S_lime = 4'd5;
    parameter S_teal = 4'd6;
    parameter S_cyan = 4'd7;
    parameter S_blue = 4'd8;
    parameter S_purple = 4'd9;    
    parameter S_violet = 4'd10;
    parameter S_sienna = 4'd11;
    parameter S_silver = 4'd12;
    parameter S_off = 4'd13;
    always@(posedge clk or negedge nrst)
        if(!nrst) begin
            counter <= 0;
            blink_ctr <= 0;
            state <= S_off;
            r_out <= 0;
            b_out <= 0;
            g_out <= 0;
            enabled_state<=0;
        end
        else begin
            if(!en)
                state <= S_off;
            if (en && !enabled_state) begin
                state <= S_maroon;
                enabled_state <=1;
            end
            blink_ctr <= blink_ctr + 28'd1;
            counter <= counter + 8'd1;
            if(counter == 100000000)
            counter <= 0;
            if((blink_ctr >= 50000000) && (blink_ctr <= 100000000)) begin
                r_out <= 0;
                b_out <= 0;
                g_out <= 0;
            if(cmode_btn0) begin state <= cmode_colorch; end
            if(blink_ctr == 100000000-1)
            blink_ctr <= 0;
            end
            else begin
                if(counter < red)
                    r_out <= 1;
                else
                    r_out <= 0;
                if(counter < green)
                    g_out <= 1;
                else
                    g_out <= 0;
                if(counter < blue)
                    b_out <= 1;
                else
                    b_out <= 0;
            end
            case(state)
                S_maroon: begin
                    if(cmode_btn0) begin state <= cmode_colorch; end
                    else begin
                        red <=  8'd128;
                        blue <= 8'd0;
                        green <= 8'd0;
                        state <= S_maroon;
                    end
                end
                S_red: begin
                    if(cmode_btn0) begin state <= cmode_colorch; end
                    else begin
                        red <=  8'd255;
                        blue <= 8'd0;
                        green <= 8'd0;
                        state <= S_red;
                    end
                end
                S_orange: begin
                    if(cmode_btn0) begin state <= cmode_colorch; end
                    else begin
                    red <=  8'd255;
                    green <= 8'd165;
                    blue <= 8'd0;
                    state <= S_orange;
                    end
                end
                S_yellow: begin
                    if(cmode_btn0) begin state <= cmode_colorch; end
                    else begin
                    red <=  8'd255;
                    green <= 8'd255;
                    blue <= 8'd0;
                    state <= S_yellow;
                    end
                end
                S_green: begin
                    if(cmode_btn0) begin state <= cmode_colorch; end
                    else begin
                    red <=  8'd0;
                    green <= 8'd128;
                    blue <= 8'd0;
                    state <= S_green;
                    end
                end
                S_lime: begin
                    if(cmode_btn0) begin state <= cmode_colorch; end
                    else begin
                    red <=  8'd0;
                    green <= 8'd255;
                    blue <= 8'd0;
                    state <= S_lime;
                    end
                end
                S_teal: begin
                    if(cmode_btn0) begin state <= cmode_colorch; end
                    else begin
                    red <=  8'd0;
                    green <= 8'd128;
                    blue <= 8'd128;
                    state <= S_teal;
                    end
                end
                S_cyan: begin
                    if(cmode_btn0) begin state <= cmode_colorch; end
                    else begin
                    red <=  8'd0;
                    blue <= 8'd255;
                    green <= 8'd255;
                    state <= S_cyan;
                    end
                end
                S_blue: begin
                    if(cmode_btn0) begin state <= cmode_colorch; end
                    else begin
                    red <=  8'd0;
                    green <= 8'd0;
                    blue <= 8'd255;
                    state <= S_blue;
                    end
                end
                S_purple: begin
                    if(cmode_btn0) begin state <= cmode_colorch; end
                    else begin
                    red <=  8'd128;
                    blue <= 8'd128;
                    green <= 8'd0;
                    state <= S_purple;
                    end
                end
                S_violet: begin
                    if(cmode_btn0) begin state <= cmode_colorch; end
                    else begin
                    red <=  8'd238;
                    green <= 8'd130;
                    blue <= 8'd238;
                    state <= S_violet;
                    end
                end
                S_sienna: begin
                    if(cmode_btn0) begin state <= cmode_colorch; end
                    else begin
                    red <=  8'd160;
                    blue <= 8'd45;
                    green <= 8'd82;
                    state <= S_sienna;
                    end
                end
                S_silver: begin
                    if(cmode_btn0) begin state <= cmode_colorch; end
                    else begin
                    red <=  8'd192;
                    blue <= 8'd192;
                    green <= 8'd192;
                    state <= S_silver;
                    end
                end
                S_off: begin
                    if (en)
                        menu <=0;
                    if(btn) begin 
                        if (menu)
                            state <= S_off;
                        else begin
                            state <= S_maroon; 
                            menu <=1;
                        end
                    end
                    else begin
                    red <=  8'd0;
                    green <= 8'd0;
                    blue <= 8'd0;
                    state <= S_off;
                    end
                end
            endcase
         end      
endmodule
</file>
<file path="flow/run.sh">
#!/bin/bash
# OpenROAD 26Q1-2900-gdf79404cd8, Yosys 0.63+post, stock flow scripts
make -C /OpenROAD-flow-scripts/flow DESIGN_CONFIG=/design/flow/config.mk WORK_HOME=/design/flow/orfs finish
</file>
==> impl_metrics.json <==
{
  "outcome": "complete, no violations",
  "finalCriticalPeriod_ns": 2.157,
  "peakVddDrop_uv": 395.6,
  "hold_class": "primary input to async pin",
  "switching_share_pct": 29.88,
  "powerDensity_nw_per_um2": 692.2,
  "routed_via_density": 5.021,
  "fin_util_pct": 35.77,
  "wl_per_cell_um": 13.16,
  "die-height_um": 110.9,
  "synth_area_per_cell_um2": 9.850,
  "drv_slew": 0,
  "wl_mm": 6.867,
  "crit_chain": "ha_1 -> nand4_1 -> nor4_1 -> nand3_1 -> nor2_1 -> xnor2_1 -> nor2_1",
  "io_buffers": 11,
  "clkPwrFrac_pct": 36.0,
  "tool_warnings": 27,
  "path_clk_slew_ns": 0.05,
  "p_int_w": 0.001991,
  "finalSetupViolations": 0,
  "via_count": 2621,
  "die_area_um2": 12290,
  "die_w_um": 110.9,
  "first_iter_violations": 119,
  "ys.flops": 62,
  "ant_nets": 0,
  "max_freq_mhz": 463.7,
  "rows": 39,
  "crit_path_frequent_cell": "nor2_1",
  "gp_congestion": 0.8335,
  "synth.distinct_cells": 53,
  "tightest_slew_ns": 0.6107,
  "finClkSkew_ns": 0.007170,
  "ctsHoldBuffers": 0,
  "overflow": 0,
  "max_stage_delay_ns": 0.57,
  "cp_slowest_cell": "nor4_1",
  "io_pins": 12,
  "power_frac_seq_pct": 42.4,
  "cts_made_buffers": 9,
  "drc": 0,
  "cts_resized": 0,
  "yosys.area.top_type": "dfrtp_1",
  "worstSetupEndpointType": "register",
  "top_area_share_pct": 28.85,
  "initCoreUtil_pct": 31.01,
  "crit_fanout": 7,
  "antenna_found_initial": 0,
  "top_cells_by_area": "dfrtp_1, edfxtp_1, ha_1",
  "power.switching_w": 0.0008483,
  "grt_use_total_pct": 12.02,
  "dp_hpwl_mm": 5.002,
  "synth_area_um2": 3556,
  "fill_cells": 1111,
  "final_hold_viol_count": 0,
  "clock_latency_ns": 0.32,
  "grt_pass1_vias": 2433,
  "rsz0062_at_grt": "false",
  "flop_cell": "dfrtp_1",
  "post_cts_buffers": 0,
  "grt_pass1_wl_mm": 11.88,
  "fp.coreArea_um2": 11470,
  "h-tree-depth": 3,
  "p_comb_share_pct": 21.6,
  "synthTopCellsByCount": "dfrtp_1, nor2_1, inv_1",
  "ys_area_um2": 3556,
  "worstPathRequired_ns": 3.21,
  "p_leak_nw": 1.766,
  "ys_warn_count": 1,
  "root_buffer": "clkbuf_16",
  "yosysMostFrequentCell": "dfrtp_1",
  "cap_violations": 0,
  "edf_count": 18,
  "slew_headroom_pct": 58.91,
  "dr.pass1.iters": 6,
  "cts_sinks": 62,
  "clk_path_buf_depth": 2,
  "diodes": 0,
  "drive_above_1_share_pct": 8.179,
  "async_reset_ff_share_pct": 70.97,
  "min_period_over_period_pct": 71.89,
  "ys_seq_share_pct": 46.27,
  "yosys-stat-cells": 361,
  "arrival_ns": 2.37,
  "tns_ns": 0,
  "path_class": "register to register",
  "area_growth_pct": 15.34,
  "cts_tree": "built",
  "timing.reg2reg.setup_slack_ns": 0.84,
  "grt_max_degree": 33,
  "syn_inst": 361,
  "worstSetupStartpointType": "register"
}
power groups by stage:
stage / Clock [W] / Sequential, W / Combinational, W
CTS: 0.00104 / 0.00120 / 0.000617
finish: 0.00102 / 0.00120 / 0.000613
global route: 0.00108 / 0.00123 / 0.000710
final timing paths:
path / startpoint / endpoint / cells after the start
worst max-delay path: blink_ctr[0]$_DFF_PN0_ / blink_ctr[18]$_DFF_PN0_ / 7
worst min-delay path: nrst / blink_ctr[0]$_DFF_PN0_ / 1
worst min register to register: enabled_state$_DFFE_PN0P_ / enabled_state$_DFFE_PN0P_ / 1
max in group asynchronous: nrst / blink_ctr[22]$_DFF_PN0_ / 2
min in group clk0: enabled_state$_DFFE_PN0P_ / enabled_state$_DFFE_PN0P_ / 1
worst max register to register: blink_ctr[0]$_DFF_PN0_ / blink_ctr[18]$_DFF_PN0_ / 7
layout make-up:
class / count / area (um2) / area share (%)
tap: 143 / 178.9 / 4.362
sequential: 62 / 1645 / 40.12
multi-input combinational: 261 / 1755 / 42.80
inverter: 27 / 101.3 / 2.471
timing repair buffer: 13 / 120.1 / 2.929
clock inverter: 5 / 57.56 / 1.403
clock buffer: 11 / 242.7 / 5.918
metrics by stage:
step           setup WS, ns  instance area [um2]  instances  power, W  hold WS [ns]
3_3_place_gp         0.8538                 3801        506  0.001814        0.4819
5_1_grt              0.6294                 4101        522  0.003018        0.2287
3_5_place_dp         0.8404                 3801        506  0.001826        0.4785
2_1_floorplan         1.072                 3556        361  0.001639        0.3044
6_report             0.8434                 4101        522  0.002839        0.1996
4_1_cts              0.8515                 4101        522  0.002859        0.2077
flip-flops by register name, summed over array words and instances, names as in the netlist:
signal	flops
b_out	1
enabled_state	1
red	5
state	4
blue	6
r_out	1
menu	1
g_out	1
counter	8
green	6
blink_ctr	28
metal layers:
| metal | GRT usage, % | routed length [um] | share of wire, % | vias up |
|---|---|---|---|---|
| met3 | 2.843 | 247 | 3.6 | 10 |
| met4 | 1.778 | 106 | 1.5 | 0 |
| li1 | - | - | - | 1327 |
| met2 | 17.06 | 2901 | 42 | 41 |
| met5 | 0 | 0 | 0 | - |
| met1 | 19.57 | 3611 | 53 | 1243 |
cell families (layout without fill, tap and decap cells):
family | after synthesis | count (layout) | synth area share (%)
AOI/OAI and AO/OA | 71 | 71 | 12.63
xor gates and xnor gates | 29 | 29 | 7.143
adders and majority gates | 24 | 24 | 8.445
buffers and inverters | 38 | 56 | 4.363
DFF | 62 | 62 | 46.27
muxes | 2 | 2 | 0.5630
and+or+nand+nor | 135 | 135 | 20.58
critical path: cells and delay by family, from the launching register on:
kind,cells,cell delay [ns]
and+or+nand+nor,5,1.23
DFF,1,0.44
adders and majority gates,1,0.25
xor gates and xnor gates,1,0.13
placed cells by master (no fill, tap or decap), types with 3 or more instances in the layout:
master | Yosys | layout
dfrtp_1 | 41 | 41
nor2_1 | 36 | 36
inv_1 | 27 | 27
ha_1 | 24 | 24
o21ai_0 | 21 | 21
nand2_1 | 20 | 20
a21oi_1 | 18 | 18
edfxtp_1 | 18 | 18
nand3_1 | 17 | 17
xnor2_1 | 15 | 15
xor2_1 | 14 | 14
nand4_1 | 11 | 11
nor3_1 | 10 | 10
clkdlybuf4s50_1 | 0 | 10
clkbuf_16 | 0 | 9
and3_1 | 8 | 8
nor4_1 | 7 | 7
a211oi_1 | 6 | 6
nor2b_1 | 5 | 5
a31oi_1 | 4 | 4
or3_1 | 4 | 4
o21a_1 | 4 | 4
and2_1 | 3 | 3
a21o_1 | 3 | 3
dfstp_2 | 3 | 3
Power and IR drop assume default switching activity.
