`flow/constraint.sdc`:
```
current_design debounce

set clk_period 6.2
set clk_io_pct 0.2

create_clock -name clk0 -period $clk_period [get_ports {clk}]

set non_clock_inputs [all_inputs -no_clocks]
set_input_delay [expr $clk_period * $clk_io_pct] -clock clk0 $non_clock_inputs
set_output_delay [expr $clk_period * $clk_io_pct] -clock clk0 [all_outputs]
```
`flow/run.sh`:
```
#!/bin/bash
# OpenROAD 26Q1-2900-gdf79404cd8, Yosys 0.63+post, stock flow scripts
make -C /OpenROAD-flow-scripts/flow DESIGN_CONFIG=/design/flow/config.mk WORK_HOME=/design/flow/orfs finish
```
`flow/config.mk`:
```
export PLATFORM = sky130hd
export DESIGN_NAME = debounce
export DESIGN_NICKNAME = debounce
export VERILOG_FILES = /design/flow/design.v
export SDC_FILE = /design/flow/constraint.sdc
export NUM_CORES = 4
export LEC_CHECK = 1
export CORE_UTILIZATION = 30
```
`flow/design.v`:
```
`timescale 1ns / 1ps
module debounce(
    input btnp_1,
    input clk, 
    input nrst, 
    output reg btnp_out
    ); 
    reg [29:0] counter;
    always@(posedge clk)
        if(!nrst) begin
            btnp_out <= 0;
            counter <= 0;
        end
        else begin
            if(btnp_1 == 0)
                counter <= 0;
            else begin
                counter <= counter + 1;
                if(counter == 2500)
                    btnp_out <= btnp_1;
                if(counter == 2501)
                    btnp_out <= ~btnp_1;
            end
        end
endmodule
```
==> results.py <==
# Synthesis and PnR figures
metrics = {
    "clock_network": {
        "cts_buffers": 5,
        "post_cts_buffers": 0,
        "h-tree-depth": 2,
        "cts_tree": "built",
        "cts.repair.resized": 0,
        "clk_pin_slew_ps": 70,
        "hold_buffers": 0,
        "insertion_delay_ps": 290,
        "clockBufferDepth": 2,
        "cts_num_sinks": 31,
        "root_buffer": "clkbuf_8",
    },
    "worst_setup_path": {
        "cp-startpoint": "btnp_1",
        "slowest_stage": "or4_1",
        "path_class": "in2reg",
        "path_buffers": 1,
        "reg2reg_from": "counter[0]",
        "r2r_setup_slack_ps": 3750,
        "worst_ep_arrival_time_ps": 2890,
        "critPathTopFamily": "simple AND/OR/NAND/NOR gates",
        "endpoint_kind": "flip-flop",
        "cp_cell_sequence": "clkdlybuf4s50_1, nor4b_1, nand4_1, or4_1, o221a_2",
        "crit_required_ps": 6380,
        "cp_slowest_stage_delay_ps": 510,
        "crit_path_start_kind": "input pin",
        "reg2reg_depth": 5,
        "timing.rr.end": "counter[28]",
        "crit_fanout": 4,
    },
    "grt": {
        "track_usage": 0.1360,
        "grt_max_degree": 19,
        "grt_pass1_vias": 1266,
        "overflow": 0,
        "antenna_found_initial": 0,
        "grt_pass1_wl_um": 5885,
    },
    "power": {
        "p_leak_uw": 0.0005600,
        "powerDensity_nw_per_um2": 228.1,
        "vdd_drop_max_mv": 0.07327,
    },
    "cells_and_area": {
        "final_util": 0.3529,
        "final.fill_count": 522,
        "drive_gt1_frac": 0.09184,
        "lay_top_cells": "31 x dfxtp_1, 17 x nor2_1, 16 x nand2_1, 16 x a21oi_1, 11 x or4_1",
        "final-comb-area_um2": 935.9,
        "fin_area_um2": 1826,
        "regArea_um2": 620.6,
        "layout.cells.most_common": "dfxtp_1",
        "syn_to_final_growth_pct": 12.23,
    },
    "synthesis": {
        "netlist_area_um2": 1627,
        "ys_seq_frac": 0.3815,
        "yosys-stat-cells": 194,
        "yosys.area_share.aoi": 0.1423,
        "ys_sh_simple": 0.3554,
        "synth.avg_cell_area_um2": 8.384,
        "ys_sh_xor": 0.04846,
        "ys_sh_adder": 0.02308,
        "yosysUniqueCellTypes": 41,
        "synth_flops": 31,
        "synth_cells": 194,
        "ys_sh_mux": 0.006154,
        "ff_type": "dfxtp_1",
        "yosys_warnings": 1,
        "ys_async_sr_fraction": 0,
        "logic_family": "simple AND/OR/NAND/NOR gates",
        "edf_count": 0,
        "ys_chip_area_um2": 1627,
    },
    "die": {
        "ios": 4,
        "die_h_um": 75.64,
        "core.rowCount": 26,
        "core_area_um2": 5172,
        "initCoreUtil": 0.3145,
        "dieArea_um2": 5721,
        "die_width_um": 75.64,
    },
    "route": {
        "viasPerCell": 5.233,
        "drc": 0,
        "final_antenna_net_count": 0,
        "wl_per_cell_um": 12.74,
        "drt-initial-drc-count": 69,
        "drt_pass1_iterations": 4,
        "via_count": 1392,
        "routed_wl_um": 3389,
        "n_antenna_cell": 0,
    },
    "min_path": {
        "hp-class": "reg2reg",
        "holdCritStartpoint": "counter[29]",
        "holdPathEnd": "counter[29]",
        "hold-path-cell-count": 2,
    },
    "sta": {
        "hold_viol": 0,
        "slew-limit-headroom": 0.5860,
        "worst_pin_slew_ps": 619.6,
        "whs_ps": 482.0,
        "skew_ps": 7.403,
        "fin_ws_ps": 3485,
        "fin_tns_setup_ps": 0,
        "period_needed_ps": 2715,
        "rsz0062_at_grt": "no",
        "finalClockPeriodUsage": 0.4379,
        "slew_violations": 0,
        "setup_violations": 0,
        "max_freq_mhz": 368.3,
    },
    "run": {
        "warnings": 27,
        "drv_cap": 0,
    },
    "placement": {
        "place_hpwl_um": 2368,
        "place_area_um2": 1708,
        "io_buffers": 3,
        "gp_congestion": 0.8550,
        "post-place-ws_ps": 3178,
    },
    "status": {
        "status": "finished clean",
    },
}
## power breakdown
part | leakage, uW | switching, uW | internal (uW)
registers | 0.000250 | 0.865 | 200
logic | 0.000249 | 5.51 | 3.14
clock network | 0.0000612 | 77.2 | 130
## per-stage QoR
stage / cells / power, uW
after floorplan: 194 / 209.9
after global placement: 258 / 213.8
after detailed placement: 258 / 213.7
after CTS: 266 / 421.3
after global routing: 266 / 435.3
final: 266 / 416.3
## routing by layer
metal	GRT usage	up-vias	wire, um
met4	0.02058	0	52
met2	0.2222	13	1454
met1	0.1909	642	1797
li1	-	731	-
met5	0	-	0
met3	0.03217	6	85
## synthesized netlist by cell type, drive strengths merged (2+ instances only)
cell    count  area [um^2]
ha          3        37.54
nand4       8        71.32
or4        12        91.34
nand4b      2        17.52
xnor2       6        52.55
or3         4        25.02
and4        5        45.04
inv         5        18.77
a21oi      16        80.08
or2         2        12.52
nand3      10        50.05
o31ai       8        60.06
and2        2        12.51
a31oi       2        12.51
clkbuf      7        26.28
o21ai       6        30.03
and3        2        12.51
nor4b       4        35.03
nor4        5        31.28
nor3        4        20.02
a41o        2        20.02
xor2        3        26.28
nor2       17        63.81
nand2      17        66.32
dfxtp      31        620.6
buf         4        25.02
## area by class of cell
type	instances	share of cell area
Inverter	5	0.01028
Clock inverter	2	0.01919
Tap cell	70	0.04798
Sequential cell	31	0.3400
Multi-Input combinational cell	147	0.5127
Timing Repair Buffer	5	0.02467
Clock buffer	6	0.04524
## sequential cells by signal, summed over array words and instances (netlist names)
| register | cells |
|---|---|
| counter | 30 |
| btnp_out | 1 |
## worst min-delay path, delay by kind of cell (launching register included)
family,cells,cell delay [ps]
flip-flops,1,320
multiplexers,1,60
AND/OR/NAND/NOR,1,60
## worst max-delay path by stage
stage              end  slack, ps  depth (start not counted)
CTS           btnp_out       3490                          5
global route  btnp_out       3390                          5
finish        btnp_out       3490                          5
## logic make-up after synthesis
group,Yosys count
AOI/OAI and AO/OA,37
buffers and inverters,16
muxes,1
xor gates and xnor gates,9
DFF,31
and+or+nand+nor,97
adders and majority gates,3
Power and IR drop assume default switching activity.
